[design/flow/constraint.sdc]
current_design FullAdder4bit

set clk_period 2.0
set clk_io_pct 0.2

create_clock -name clk0 -period $clk_period

set non_clock_inputs [all_inputs -no_clocks]
set_input_delay [expr $clk_period * $clk_io_pct] -clock clk0 $non_clock_inputs
set_output_delay [expr $clk_period * $clk_io_pct] -clock clk0 [all_outputs]
[design/flow/run.sh]
#!/bin/bash
# OpenROAD 26Q1-2900-gdf79404cd8, Yosys 0.63+post, stock flow scripts
make -C /OpenROAD-flow-scripts/flow DESIGN_CONFIG=/design/flow/config.mk WORK_HOME=/design/flow/orfs finish
[design/flow/config.mk]
export PLATFORM = sky130hd
export DESIGN_NAME = FullAdder4bit
export DESIGN_NICKNAME = FullAdder4bit
export VERILOG_FILES = /design/flow/design.v
export SDC_FILE = /design/flow/constraint.sdc
export NUM_CORES = 4
export LEC_CHECK = 1
export CORE_AREA = 10 10 70 70
export DIE_AREA = 0 0 80 80
[design/flow/design.v]
`timescale 1 ns / 1 ps
module structuralFullAdder
(
    output sum,
    output carryout,
    input A,
    input B,
    input carryin
);
    wire AxorB;
    wire AxorBandC;
    wire AandB;
    xor #50 AxorBgate(AxorB, A, B);
    xor #50 AxorBxorCgate(sum, AxorB, carryin);
    and #50 AandBgate(AandB,A,B);
    and #50 AxorBandCgate(AxorBandC, AxorB, carryin);
    or #50  orgate(carryout, AxorBandC, AandB);
endmodule
module FullAdder4bit
(
  output[3:0] sum,   
  output carryout,   
  output overflow,   
  input[3:0] a,      
  input[3:0] b       
);
    wire carry1in;  
    wire carry2in;
    wire carry3in;
    wire carryoutXor;
    wire msbXor;
    wire nmsbXor;
    structuralFullAdder adder0(sum[0],carry1in,a[0],b[0],1'b0);
    structuralFullAdder adder1(sum[1],carry2in,a[1],b[1],carry1in);
    structuralFullAdder adder2(sum[2],carry3in,a[2],b[2],carry2in);
    structuralFullAdder adder3(sum[3],carryout,a[3],b[3],carry3in);
    xor #50 carryoutXorGate(carryoutXor,carryout,sum[3]);
    xor #50 msbXorGate(msbXor, a[3], b[3]);
    not #50 nmsbXorGate(nmsbXor, msbXor);
    and #50 overflowAndGate(overflow,nmsbXor,carryoutXor);
endmodule
module testFullAdder();
    reg[3:0] a;
    reg[3:0] b;
    wire[3:0] sum;
    wire overflow, carryout;
    FullAdder4bit adder(sum, carryout, overflow, a, b);
initial begin
  $dumpfile("adder.vcd");
  $dumpvars();
  $display("Four Bit Full Adder positive + positive Tests");
  $display(" A   |  B   | Sum  | Carryout | Overflow | Sum Exp | Carryout Exp | Overflow Exp");             
  a = 4'b0000; b = 4'b0000; #5000                                  
  $display("%b | %b | %b |   %b      |    %b     |  0000   | 0            | 0", a, b, sum, carryout, overflow);
  a = 4'b0001; b = 4'b0000; #5000                                  
  $display("%b | %b | %b |   %b      |    %b     |  0001   | 0            | 0", a, b, sum, carryout, overflow);
  a = 4'b0000; b = 4'b0001; #5000                                  
  $display("%b | %b | %b |   %b      |    %b     |  0001   | 0            | 0", a, b, sum, carryout, overflow);
  a = 4'b0100; b = 4'b0100; #5000                                  
  $display("%b | %b | %b |   %b      |    %b     |  1000   | 0            | 1", a, b, sum, carryout, overflow);
  a = 4'b0111; b = 4'b0111; #5000                                  
  $display("%b | %b | %b |   %b      |    %b     |  1110   | 0            | 1", a, b, sum, carryout, overflow);
  $display("\n\nFour Bit Full Adder negative + negative Tests");
  $display(" A   |  B   | Sum  | Carryout | Overflow | Sum Exp | Carryout Exp | Overflow Exp");             
  a = 4'b1111; b = 4'b1111; #5000
  $display("%b | %b | %b |   %b      |    %b     |  1110   | 1            | 0", a, b, sum, carryout, overflow);
  a = 4'b1101; b = 4'b1111; #5000
  $display("%b | %b | %b |   %b      |    %b     |  1100   | 1            | 0", a, b, sum, carryout, overflow);
  a = 4'b1111; b = 4'b1101; #5000
  $display("%b | %b | %b |   %b      |    %b     |  1100   | 1            | 0", a, b, sum, carryout, overflow);
  a = 4'b1001; b = 4'b1000; #5000
  $display("%b | %b | %b |   %b      |    %b     |  0001   | 1            | 1", a, b, sum, carryout, overflow);
  a = 4'b1011; b = 4'b1011; #5000
  $display("%b | %b | %b |   %b      |    %b     |  0110   | 1            | 1", a, b, sum, carryout, overflow);
  $display("\n\nFour Bit Full Adder negative + positive Tests");
  $display(" A   |  B   | Sum  | Carryout | Overflow | Sum Exp | Carryout Exp | Overflow Exp");             
  a = 4'b1000; b = 4'b0001; #5000
  $display("%b | %b | %b |   %b      |    %b     |  1001   | 0            | 0", a, b, sum, carryout, overflow);
  a = 4'b1001; b = 4'b0000; #5000
  $display("%b | %b | %b |   %b      |    %b     |  1001   | 0            | 0", a, b, sum, carryout, overflow);
  a = 4'b1001; b = 4'b0111; #5000
  $display("%b | %b | %b |   %b      |    %b     |  0000   | 1            | 0", a, b, sum, carryout, overflow);
  a = 4'b1110; b = 4'b0111; #5000
  $display("%b | %b | %b |   %b      |    %b     |  0101   | 1            | 0", a, b, sum, carryout, overflow);
  $display("\n\nFour Bit Full Adder Overflow/Carryout Tests");
  $display(" A   |  B   | Sum  | Carryout | Overflow | Sum Exp | Carryout Exp | Overflow Exp");             
  a = 4'b1001; b = 4'b1111; #5000
  $display("%b | %b | %b |   %b      |    %b     |  1000   | 1            | 0", a, b, sum, carryout, overflow);
  a = 4'b1111; b = 4'b1000; #5000
  $display("%b | %b | %b |   %b      |    %b     |  0111   | 1            | 1", a, b, sum, carryout, overflow);
  a = 4'b0111; b = 4'b0001; #5000
  $display("%b | %b | %b |   %b      |    %b     |  1000   | 0            | 1", a, b, sum, carryout, overflow);
  a = 4'b0110; b = 4'b0001; #5000
  $display("%b | %b | %b |   %b      |    %b     |  0111   | 0            | 0", a, b, sum, carryout, overflow);
end
endmodule
==> ci_impl_report.md <==
## Implementation flow summary

| Metric | Value |
|---|---|
| Outcome | finished with violations |
| Failing checks | negative setup slack |
| Drt total wl | 508 µm |
| Boundary Pins | 14 |
| Critical path capture point type | output port |
| Filler cell count | 404 |
| Number of clock buffers in the layout | 0 |
| Number of max-cap violations | 0 |
| Mean Syn Cell Area | 9.15 µm² |
| Final tally of hold violations | 0 |
| Die Height | 80 µm |
| Slew headroom | 91.8% |
| Worst-case vdd ir drop | 0.112 mV |
| Violation count after the first detailed-routing iteration | 2 |
| Remaining antenna violation count after routing | 0 |
| Unrepaired setup endpoints after global routing | true |
| Combinational power share | 100.0% |
| Via count | 128 |
| Detailed-placement wirelength estimate | 455 µm |
| Vias in the first global route | 161 |
| Critical path required time | 1.60 ns |
| Setup WS post-layout | -0.585 ns |
| Count of instantiated cells in the yosys netlist | 16 |
| Maximum number of pins on one net before global-route repair | 3 |
| Power Total | 0.0782 mW |
| Power share of the clock group | 0% |
| Maximum achievable frequency | 387 MHz |
| Number of antenna violations at the first check in global routing | 0 |
| Post-synthesis cell area | 146 µm² |
| Standard-cell rows | 21 |
| Cycle use final | 129% |
| Iteration count of the initial detailed-routing pass | 3 |
| Total cell area reported by yosys after synthesis | 146 µm² |
| Sequential fraction of design power | 0% |
| Chip Width | 80 µm |
| Number of vias per cell after detailed routing | 1.75 |
| Most popular library cell in the synthesized design by count | sky130_fd_sc_hd__inv_1 |
| Hold/Removal Path Class | in2out |
| Post-route non-filler standard cell count | 73 |
| Worst-case setup slack after placement | -1.40 ns |
| OpenROAD warning count | 39 |
| Number of distinct library cells after synthesis | 6 |
| Final setup violation count | 3 |
| Reported leakage power | 0.146 nW |
| Final-report max-slew violation count | 0 |
| Library cell with the largest summed area after synthesis | sky130_fd_sc_hd__fa_1 |
| Sequential share of the synthesized area | 0% |
| Hold slack final | 1.21 ns |
| Pwr/cell area | 238 mW/mm² |
| Biggest fanout along the worst timing path | 2 |
| Number of antenna diodes | 0 |
| Switching component of the power | 0.0282 mW |
| Chip area | 0.00640 mm² |
| DR DRC count | 0 |
| Pint | 0.0499 mW |
| Area inside the core boundary | 0.00342 mm² |
| Cell area leaders | sky130_fd_sc_hd__fa_1, sky130_fd_sc_hd__buf_4, sky130_fd_sc_hd__ha_1 |
| Cells after synthesis | 16 |
| Cell total after placement | 72 |
| Synth top area share | 41.0% |
| All-Layer GR Usage | 1.53% |
| Sequential standard cell area | 0 µm² |
| Shortest clock period the worst path allows after layout | 2.59 ns |
| Worst endpoint data arrival time | 2.19 ns |
| Yosys synthesis warning count | 0 |
| List of most frequent post-synthesis cells | sky130_fd_sc_hd__inv_1, sky130_fd_sc_hd__buf_4, sky130_fd_sc_hd__fa_1 |
| Kind of start point of the critical path | input pin |
| Fraction of layout cells with a size suffix above 1 | 55.6% |
| Per-cell routed wire length | 6.96 µm |
| Gpl congestion | 0.789 |
| Core utilization at floorplan | 4.29% |
| Setup Crit Path Kind | in2out |
| Switching share of power | 36.1% |
| Layout overhead on the synthesized area | 124% |
| IO Port Bufs | 14 |
| Measured slew at the worst slew-check pin | 0.122 ns |
| Wire length of the first global-routing pass | 786 µm |
| Registers | 0 |
| Overflow left after global routing | 0 |
==> cells in the final DEF (no fill, tap or decap) <==
| cell type | n |
|---|---|
| sky130_fd_sc_hd__buf_2 | 4 |
| sky130_fd_sc_hd__buf_4 | 1 |
| sky130_fd_sc_hd__buf_6 | 2 |
| sky130_fd_sc_hd__clkbuf_2 | 1 |
| sky130_fd_sc_hd__clkdlybuf4s15_1 | 1 |
| sky130_fd_sc_hd__clkdlybuf4s50_1 | 4 |
| sky130_fd_sc_hd__dlygate4sd2_1 | 1 |
| sky130_fd_sc_hd__dlymetal6s2s_1 | 1 |
| sky130_fd_sc_hd__fa_2 | 3 |
| sky130_fd_sc_hd__ha_1 | 1 |
| sky130_fd_sc_hd__ha_4 | 1 |
| sky130_fd_sc_hd__inv_1 | 3 |
| sky130_fd_sc_hd__inv_2 | 2 |
| sky130_fd_sc_hd__nor2_1 | 1 |
| sky130_fd_sc_hd__xnor2_2 | 1 |
==> power groups by stage <==
stage	Sequential, mW	Clock, mW	Combinational (mW)
5_1_grt	0	0	0.0923
6_report	0	0	0.0782
4_1_cts	0	0	0.0738
==> per-stage QoR <==
step	util (%)	TNS [ns]	instance area, µm²
3_3_place_gp	9.71	-4.74	332
2_1_floorplan	-	-0.607	164
5_1_grt	9.60	-1.35	328
6_report	9.60	-1.09	328
4_1_cts	9.23	-1.45	315
3_5_place_dp	9.71	-4.76	332
==> cell type report <==
class / count / area [µm²] / area share, %
Tap cell: 46 / 57.6 / 17.6
Multi-Input combinational cell: 7 / 125 / 38.2
Timing Repair Buffer: 15 / 126 / 38.5
Inverter: 5 / 18.8 / 5.73
==> logic make-up (layout without fill, tap and decap cells) <==
| group | count (synthesis) | count (layout) | synth area share (%) |
|---|---|---|---|
| and+or+nand+nor | 1 | 1 | 2.56 |
| xor gates and xnor gates | 1 | 1 | 5.98 |
| adders and majority gates | 5 | 5 | 58.1 |
| buffers and inverters | 9 | 20 | 33.3 |
==> per-layer routing <==
| layer | part of all wire [%] | vias up | track usage [%] |
|---|---|---|---|
| met5 | 0 | - | 0 |
| met4 | 0 | 0 | 0 |
| met3 | 25 | 0 | 1.36 |
| met2 | 23 | 14 | 1.52 |
| met1 | 52 | 52 | 2.33 |
| li1 | - | 62 | - |
==> worst max-delay path: stages <==
cell and delay [ns]:
sky130_fd_sc_hd__buf_6 0.10, sky130_fd_sc_hd__ha_4 0.14, sky130_fd_sc_hd__fa_2 0.33, sky130_fd_sc_hd__fa_2 0.35, sky130_fd_sc_hd__inv_2 0.06, sky130_fd_sc_hd__fa_2 0.45, sky130_fd_sc_hd__xnor2_2 0.15, sky130_fd_sc_hd__nor2_1 0.09
sky130_fd_sc_hd__buf_2 0.10
==> final timing paths <==
check / slack, ns / depth (start not counted) / endpoint / start
min: 1.21 / 3 / sum[2] / a[2]
max: -0.59 / 9 / overflow / b[0]
==> repair_timing <==
item,CTS,global route
setup buffers,0,1
hold endpoints to repair,0,0
pin swaps,6,1
hold buffers,0,0
gates resized,28,5
endpoints found under the setup margin,6,4
No activity file was given, so power comes from the tool's default toggle rates.
